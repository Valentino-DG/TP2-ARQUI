==> design.v <==
`timescale 1ns / 1ps
module ALU#(parameter DATA_SIZE = 8)(
    input [7:0] i_OperandoA,
    input [7:0] i_OperandoB,
    input  [5:0] i_opcode,
    input i_clk, i_reset,                            
    input i_start,                           
    output [DATA_SIZE - 1 : 0] o_output,     
    output o_alu_result_ready                      
);
    localparam SRL      =   6'b101000;    
    localparam SRA      =   6'b100111;    
    localparam ADD      =   6'b100000;
    localparam SUBU     =   6'b100010;    
    localparam AND      =   6'b100100; 
    localparam OR       =   6'b100101; 
    localparam XOR      =   6'b100110; 
    localparam NOR      =   6'b101001;
   reg[DATA_SIZE : 0] reg_resultado;  
   reg alu_result_ready;
    always @(*) begin     
     alu_result_ready = 1'b0; 
    if(i_start) begin 
	 case (i_opcode)
                SRL  : reg_resultado    = i_OperandoB  >>  i_OperandoA;
                SRA  : reg_resultado    = $signed(i_OperandoB) >>>  i_OperandoA;
                ADD  : reg_resultado    = $signed (i_OperandoA) + $signed (i_OperandoB);
                SUBU : reg_resultado    = $signed (i_OperandoA) - $signed (i_OperandoB);
                AND  : reg_resultado    =  i_OperandoA & i_OperandoB;
                OR   : reg_resultado    =  i_OperandoA | i_OperandoB;
                XOR  : reg_resultado    =  i_OperandoA ^ i_OperandoB;
                NOR  : reg_resultado    = ~(i_OperandoA | i_OperandoB);
                default: reg_resultado   = {DATA_SIZE{1'b1}};
	    endcase
            alu_result_ready = 1'b1;
        end
    end
    assign o_alu_result_ready = alu_result_ready;
    assign o_output = reg_resultado;
endmodule
`timescale 1ns / 1ps
module BaudGenerator#(parameter BAUD_RATE = 19200,
                      parameter OVERSAMPLING_FACTOR = 16,
                      parameter CLOCK_FREQUENCY = 100000000)
(
        input i_clk,           
        input i_reset,
        output o_tickSignal    
);
   localparam counter_max_value = CLOCK_FREQUENCY / (BAUD_RATE * OVERSAMPLING_FACTOR);  
    reg[8:0] counter;  
    assign o_tickSignal = (counter == counter_max_value);     
    always @(posedge i_clk)
        begin
            if (i_reset)
                counter <= 0;
            else if (counter == counter_max_value) 
                counter <= 0;
			else
                counter <= counter + 1;
        end
endmodule
`timescale 1ns / 1ps
module Interface_Rx(
    input wire i_clk, i_reset,
    input wire [7:0] i_data,               
    input wire i_reception_done,           
    input wire i_alu_result_ready,         
    output wire [7:0] o_data_A,            
    output wire [7:0] o_data_B,            
    output wire [5:0] o_opcode,            
    output wire o_ready                    
);
    localparam STATE_A = 2'b00;        
    localparam STATE_B = 2'b01;        
    localparam STATE_OPCODE = 2'b10;   
    localparam STATE_READY = 2'b11;    
    reg [1:0] state, next_state;                  
    reg [7:0] buffer_A, buffer_B;                 
    reg [7:0] next_buffer_A, next_buffer_B;       
    reg [5:0] buffer_opcode, next_opcode;         
    reg ready_flag, next_ready_flag;              
    always @(posedge i_clk) begin
        if (i_reset) begin
            state      <= STATE_A;
            buffer_A   <= 8'b00000000;
            buffer_B   <= 8'b00000000;
            buffer_opcode <= 8'b00000000;
            ready_flag <= 1'b0;
        end
        else begin
            state <= next_state;
            buffer_A <= next_buffer_A;
            buffer_B <= next_buffer_B;
            buffer_opcode <= next_opcode;
            ready_flag <= next_ready_flag;
        end
    end
    always @(*) begin
        next_state = state;
        next_buffer_A = buffer_A;
        next_buffer_B = buffer_B;
        next_opcode = buffer_opcode;
        next_ready_flag = ready_flag;
        case (state)
            STATE_A: begin
                if (i_reception_done) begin
                    next_buffer_A = i_data;     
                    next_state = STATE_B;
                end
            end
            STATE_B: begin
                if (i_reception_done) begin
                    next_buffer_B = i_data;     
                    next_state = STATE_OPCODE;
                end
            end
            STATE_OPCODE: begin
                if (i_reception_done) begin
                    next_opcode = i_data[5:0];  
                    next_state = STATE_READY;
                    next_ready_flag = 1'b1;     
                end
            end
            STATE_READY: begin 
                if (i_alu_result_ready)  begin   
                    next_state = STATE_A;       
                    next_ready_flag = 1'b0;  
                 end           
            end
            default:
            next_state = STATE_A;
        endcase
    end
    assign o_data_A = buffer_A;
    assign o_data_B = buffer_B;
    assign o_opcode = buffer_opcode;
    assign o_ready = ready_flag;
endmodule
`timescale 1ns / 1ps
module Interface_Tx(
        input wire i_clk, i_reset,
        input wire [7:0] i_data,            
        input wire i_transmission_done,     
        input wire i_alu_result_ready,             
        output wire [7:0] o_data,           
        output wire o_interface_tx_full      
    );
    reg [7:0] buffer, buffer_next;
    reg tx_full_flag, tx_full_flag_next;
    always@(posedge i_clk) begin
        if(i_reset)begin
            buffer <= 0; 
            tx_full_flag <= 0;   
        end
        else
            buffer <= buffer_next;
            tx_full_flag <= tx_full_flag_next;
        end
    always@(*) begin
        buffer_next = buffer;
        tx_full_flag_next = tx_full_flag;
        if(i_transmission_done) begin
            tx_full_flag_next = 1'b0;            
        end 
       if(i_alu_result_ready) begin    
           if(~tx_full_flag)begin
            buffer_next = i_data;                  
            tx_full_flag_next = 1'b1;           
           end
        end
     end
    assign o_data = buffer;                      
    assign o_interface_tx_full = tx_full_flag;    
endmodule
`timescale 1ns / 1ps
module Receiver#(parameter IO_SIZE = 8,  
                 parameter SB_TICK = 16  
                 )
(
    input wire i_clk,
    input wire i_reset,
    input wire i_rx,         
    input wire i_tick,       
    output reg o_rx_done,    
    output wire [IO_SIZE-1:0] o_data_out  
);
localparam IDLE  = 2'b00;
localparam START = 2'b01;
localparam DATA  = 2'b10;
localparam STOP  = 2'b11;
reg [1:0] state, next_state;                 
reg [3:0] ticks, next_ticks;                 
reg [2:0] bits_rx, bits_rx_next;             
reg [IO_SIZE-1:0] byte_rx, byte_rx_next;     
always @(posedge i_clk) begin
    if (i_reset) begin
        state <= IDLE;
        ticks <= 0;
        bits_rx <= 0;
        byte_rx <= 0;
    end
    else begin
        state <= next_state;
        ticks <= next_ticks;
        bits_rx <= bits_rx_next;
        byte_rx <= byte_rx_next;
    end
end
always @(*) begin
    next_state = state;
    next_ticks = ticks;
    bits_rx_next = bits_rx;
    byte_rx_next = byte_rx;
    o_rx_done = 1'b0;
    case (state)
        IDLE:
            if (~i_rx) begin  
               next_state = START;
               next_ticks = 0; 
               o_rx_done = 1'b0;
            end
        START:
            if (i_tick) begin
                if (ticks == 7) begin
                    next_state = DATA;
                    next_ticks = 0;
                    bits_rx_next = 0;
                end
                else begin
                    next_ticks = ticks + 1;
                end
            end
        DATA:
            if (i_tick) begin
                if (ticks == SB_TICK-1) begin
                    next_ticks = 0;
                    byte_rx_next = {i_rx, byte_rx[IO_SIZE-1:1]}; 
                    if (bits_rx == (IO_SIZE-1)) begin
                        next_state = STOP;
                    end
                    else begin
                        bits_rx_next = bits_rx + 1;
                    end
                end
                else begin 
                    next_ticks = ticks + 1;
                end
            end
        STOP:
            if (i_tick) begin
                if (ticks == (SB_TICK-1)) begin
                    next_state = IDLE;
                    if(i_rx) begin
                        o_rx_done = 1'b1;
                    end
                end 
                else begin
                    next_ticks = ticks + 1;
                end
            end
        default: 
            next_state = IDLE;   
    endcase
end
assign o_data_out = byte_rx;
endmodule
`timescale 1ns / 1ps
module Top_UART(
    input wire i_clk,           
    input wire i_reset,         
    input wire i_rx,            
    output wire o_tx,
    output wire [7:0] operando_A, operando_B
);
    wire tx_done, rx_done;
    wire [7:0] alu_out;
    wire [7:0] byte_to_transmit;
    wire tx_interface_buffer_full;
    wire tickSignal;
    wire [7:0] byte_recived;
    wire [5:0] opcode;
    wire alu_start;
    wire alu_result_ready;
    BaudGenerator u_baud_generator (
        .i_clk(i_clk),
        .i_reset(i_reset),
        .o_tickSignal(tickSignal)      
    );
    Receiver u_rx (
        .i_clk(i_clk),
        .i_reset(i_reset),
        .i_rx(i_rx),            
        .i_tick(tickSignal),
        .o_rx_done(rx_done),
        .o_data_out(byte_recived)           
    );
    Interface_Rx u_interface_rx (
        .i_clk(i_clk),
        .i_reset(i_reset),
        .i_data(byte_recived),     
        .i_reception_done(rx_done),    
        .i_alu_result_ready(alu_result_ready),       
        .o_data_A(operando_A),         
        .o_data_B(operando_B),         
        .o_opcode(opcode),             
        .o_ready(alu_start)                
    );
    ALU u_alu (
        .i_OperandoA(operando_A),
        .i_OperandoB(operando_B),
        .i_opcode(opcode),
        .i_clk(i_clk),
        .i_reset(i_reset),
        .i_start(alu_start),               
        .o_output(alu_out),         
        .o_alu_result_ready(alu_result_ready)              
    );
    Interface_Tx u_interface_tx (
        .i_clk(i_clk),
        .i_reset(i_reset),
        .i_data(alu_out),           
        .i_alu_result_ready(alu_result_ready),       
        .i_transmission_done(tx_done),  
        .o_data(byte_to_transmit),              
        .o_interface_tx_full(tx_interface_buffer_full)   
    );
    Transmitter u_tx (
        .i_clk(i_clk),
        .i_reset(i_reset),
        .i_tx_start(tx_interface_buffer_full),         
        .i_tickSignal(tickSignal),     
        .i_received_data_tx(byte_to_transmit),  
        .o_transmission_done(tx_done), 
        .o_transmitted_data_tx(o_tx)   
    );
endmodule
`timescale 1ns / 1ps
module Transmitter(
        input wire i_clk, i_reset,
        input wire i_tx_start, i_tickSignal,
        input wire [7:0] i_received_data_tx,     
        output wire o_transmission_done,
        output wire o_transmitted_data_tx
    );
    localparam idle = 2'b00;
    localparam start = 2'b01;
    localparam data = 2'b10;
    localparam stop = 2'b11;
    reg [1:0] state, next_state;                 
    reg [2:0] bit_counter, next_bit_counter;     
    reg [3:0] tick_counter, next_tick_counter;   
    reg [7:0] data_reg, next_data_reg;           
    reg tx_reg, tx_next;                         
    reg transmission_done, transmission_done_next;
    always@(posedge i_clk, posedge i_reset)
        begin
            if (i_reset) begin
                state <= 2'b0;
                bit_counter <= 3'b0;
                tick_counter <= 4'b0;
                data_reg <= 8'b0;
                tx_reg <= 1'b0;
                transmission_done <= 1'b0;
            end
            else begin
                state <= next_state;
                bit_counter <= next_bit_counter;
                tick_counter <= next_tick_counter;
                data_reg <= next_data_reg;
                tx_reg <= tx_next;
                transmission_done <= transmission_done_next;
            end
        end
        always@*
            begin
                next_state = state;
                next_data_reg = data_reg;
                next_bit_counter = bit_counter;
                next_tick_counter = tick_counter;
                transmission_done_next = 1'b0;
                case(state)
                    idle:
                        begin
                            tx_next = 1'b1;                          
                            if(i_tx_start) begin
                                next_state = start;
                                transmission_done_next = 1'b0;
                                next_tick_counter = 4'b0;         
                                next_data_reg = i_received_data_tx;  
                            end
                        end
                     start:
                        begin
                            tx_next = 1'b0;                          
                            if(i_tickSignal) begin
                                if(tick_counter == 15) begin
                                    next_state = data;
                                    next_tick_counter = 4'b0;
                                    next_bit_counter = 3'b0;
                                end
                                else begin
                                    next_tick_counter = tick_counter + 1;
                                end
                            end
                        end
                     data:
                        begin
                            tx_next = data_reg[0];                       
                            if(i_tickSignal) begin
                                if(tick_counter == 15) begin
                                    next_tick_counter = 4'b0;
                                    next_data_reg = data_reg >> 1;       
                                    if(bit_counter == 7) begin
                                        next_state = stop;
                                    end
                                    else begin
                                        next_bit_counter = bit_counter + 1;
                                    end 
                                end
                                else begin
                                    next_tick_counter = tick_counter + 1;
                                end
                            end                           
                        end
                    stop:
                        begin
                            tx_next = 1'b1;          
                            if(i_tickSignal) begin
                                if (tick_counter == 15) begin
                                    next_state = idle;
                                    next_tick_counter = 4'b0;
                                    transmission_done_next = 1'b1;
                                end   
                                else begin
                                    next_tick_counter = tick_counter + 1;
                                end                               
                            end 
                        end
                    default: 
                    next_state = idle; 
                endcase
            end  
    assign o_transmitted_data_tx = tx_reg;  
    assign o_transmission_done = transmission_done;
endmodule
==> run.sh <==
#!/bin/bash
# OpenROAD 26Q1-2900-gdf79404cd8, Yosys 0.63+post, stock flow scripts
make -C /OpenROAD-flow-scripts/flow DESIGN_CONFIG=/design/flow/config.mk WORK_HOME=/design/flow/orfs finish
==> config.mk <==
export PLATFORM = sky130hd
export DESIGN_NAME = Top_UART
export DESIGN_NICKNAME = Top_UART
export VERILOG_FILES = /design/flow/design.v
export SDC_FILE = /design/flow/constraint.sdc
export NUM_CORES = 4
export LEC_CHECK = 1
export CORE_UTILIZATION = 50
==> constraint.sdc <==
current_design Top_UART

set clk_period 4.5
set clk_io_pct 0.2

create_clock -name clk0 -period $clk_period [get_ports {i_clk}]

set non_clock_inputs [all_inputs -no_clocks]
set_input_delay [expr $clk_period * $clk_io_pct] -clock clk0 $non_clock_inputs
set_output_delay [expr $clk_period * $clk_io_pct] -clock clk0 [all_outputs]
==> impl_metrics.json <==
{
  "path_clk_slew_ps": 90,
  "grt_pass1_vias": 4035,
  "area_growth_pct": 8.950,
  "io_buffers": 19,
  "grt_usage_pct": 23.89,
  "grt_pass1_wl_mm": 20.32,
  "synth_stat.cells": 594,
  "largest_reg_flops": 9,
  "synth_top_cell_by_count": "nor2_1",
  "grt_start_max_net_pins": 56,
  "die_w_um": 103.6,
  "area_leaders": "dfxtp_1 (25%), dfrtp_1 (9.7%), mux2i_1 (8.5%)",
  "die_area_mm2": 0.01073,
  "drt_iter0_drc": 267,
  "via_per_inst": 5.695,
  "r2r-end": "u_interface_rx.buffer_opcode[0]",
  "clkLatencyLatePin_ps": 350,
  "diodes": 0,
  "postSynthCellCount": 594,
  "min_period_over_period_pct": 58.99,
  "path_class": "register to output port",
  "r2r_slack_ps": 1940,
  "whs_ps": 430.3,
  "stdcell_count": 738,
  "crit_path_end_kind": "output port",
  "cp.required_ps": 3600,
  "syn_area_per_cell_um2": 8.685,
  "power_density_mw_per_mm2": 236.4,
  "synth.top_cell.area_share_pct": 24.84,
  "ff_type": "dfxtp_1",
  "min_path_cells": 1,
  "fp_util_pct": 52.30,
  "cts_setup_buffers": 0,
  "regMostFlops": "u_baud_generator.counter",
  "yosys_area_mm2": 0.005159,
  "wire_per_inst_um": 16.04,
  "cp_num_buf_inv": 1,
  "grt_overflow": 0,
  "common_cells": "nor2_1 (78), dfxtp_1 (64), nand2_1 (59), mux2i_1 (44), a21oi_1 (40)",
  "cts_resized": 0,
  "critPathLaunchType": "register",
  "warning_count": 35,
  "rows": 36,
  "ys_warn_count": 6,
  "cellLeakagePower_nw": 2.369,
  "r2r_cells": 7,
  "routabilityCongestion": 0.9374,
  "firstDrtPassIters": 6,
  "final.min_clock_period_ps": 2655,
  "holdBufCountCts": 0,
  "crit_path_top_delay_cell": "dfxtp_1",
  "hold_viol_final": 0,
  "ant_nets": 0,
  "synthArstFlopShare_pct": 22.58,
  "ir_drop_v": 0.0001726,
  "numCtsBuffers": 9,
  "finalSetupViolCount": 0,
  "tritoncts": "yes",
  "ys_ff": 93,
  "root_buffer": "clkbuf_8",
  "met1_usage_pct": 37.99,
  "crit_family": "flip-flops",
  "vias": 4203,
  "antenna_found_initial": 0,
  "rsz0062_at_grt": "no",
  "clock_path_buffers": 2,
  "fp.coreArea_mm2": 0.009864,
  "grt-busiest-layer": "met1",
  "yosysTopAreaCell": "dfxtp_1",
  "layout-drive-gt1-share_pct": 6.446,
  "met2_usage_pct": 35.19,
  "drt_wl_total_mm": 11.84,
  "clock_skew_ps": 14.12,
  "slew_viol_final": 0,
  "hp-class": "register to register",
  "path_cells": "clkdlybuf4s50_1",
  "unclocked_regs": 8,
  "place_inst": 722,
  "max_stage_delay_ps": 810,
  "max_freq_ghz": 0.3767,
  "setup_tns_ps": 0,
  "arrival_ps": 1750,
  "drcViolationCount": 0,
  "synth_area_mm2": 0.005159,
  "status": "finished clean",
  "path_max_fanout": 15,
  "die_h_um": 103.6,
  "whs_endpoint": "u_interface_tx.tx_full_flag",
  "dp_hpwl_mm": 8.570,
  "use_met3_pct": 5.000,
  "io_pins": 20,
  "r2r_start": "u_baud_generator.counter[0]",
  "drv_cap": 0,
  "ys_types": 66,
  "h-tree-depth": 3,
  "tightest_slew_ps": 961.0,
  "hold_start": "u_tx.transmission_done",
  "untimed_endpoints": 8,
  "edf_count": 0,
  "relSlewSlack_pct": 35.44
}
-- per-layer routing --
layer  up-vias  share of wire [%]
li1       2126                  -
met5         -                  0
met1      1971                 51
met2        94                 42
met4         0                1.1
met3        12                5.1
-- area by class of cell --
type | instances | area [um^2]
Clock buffer | 9 | 123.9
Multi-Input combinational cell | 449 | 3023
Tap cell | 133 | 166.4
Sequential cell | 93 | 1928
Timing Repair Buffer | 23 | 215.2
Fill cell | 874 | 4244
Inverter | 24 | 90.09
Clock inverter | 7 | 73.82
-- worst max path at each step --
stage         cells past startpoint                         endpoint                         from  slack [ps]
finish                            1                    operando_A[0]   u_interface_rx.buffer_A[0]        1850
CTS                               1                    operando_A[0]   u_interface_rx.buffer_A[0]        1840
global route                      7  u_interface_rx.buffer_opcode[0]  u_baud_generator.counter[0]        1710
-- cells by family after synthesis --
family	count (synthesis)	synth area share (%)
and+or+nand+nor	223	20.71
muxes	49	10.07
DFF	85	35.05
AOI/OAI and AO/OA	125	16.44
latches	8	2.328
xor gates and xnor gates	19	3.226
adders and majority gates	33	8.149
buffers and inverters	52	4.026
-- placed cells by master, fill, tap and decap left out, types with 13 or more instances in the layout --
master | netlist | final
nor2_1 | 78 | 78
dfxtp_1 | 64 | 64
nand2_1 | 59 | 59
mux2i_1 | 44 | 44
a21oi_1 | 40 | 40
ha_1 | 32 | 32
o21ai_0 | 29 | 29
inv_1 | 24 | 24
dfrtp_1 | 20 | 20
nand3_1 | 18 | 18
clkdlybuf4s50_1 | 0 | 18
nor3_1 | 13 | 13
-- through the flow --
step / power, mW / worst slack, ps / utilization (%) / instance area [um^2]
after floorplan: 0.8091 / 2354 / - / 5159
after global placement: 0.8186 / 1685 / 54.97 / 5423
after detailed placement: 0.8189 / 1642 / 54.97 / 5423
after CTS: 1.352 / 1843 / 56.98 / 5620
after global routing: 1.392 / 1713 / 56.98 / 5620
final: 1.329 / 1845 / 56.98 / 5620
-- power breakdown --
group,total (mW),internal (mW),leakage (nW),switching [mW]
clock network,0.527,0.220,0.103,0.306
registers,0.766,0.760,0.874,0.00642
logic,0.0357,0.0116,1.39,0.0242
No activity file was given, so power comes from the tool's default toggle rates.
